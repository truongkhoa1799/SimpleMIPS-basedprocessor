[flow/run.sh]
#!/bin/bash
# OpenROAD 26Q1-2900-gdf79404cd8, Yosys 0.63+post, stock flow scripts
make -C /OpenROAD-flow-scripts/flow DESIGN_CONFIG=/design/flow/config.mk WORK_HOME=/design/flow/orfs finish
[flow/config.mk]
export PLATFORM = sky130hd
export DESIGN_NAME = Instruction_Mem
export DESIGN_NICKNAME = Instruction_Mem
export VERILOG_FILES = /design/flow/design.v
export SDC_FILE = /design/flow/constraint.sdc
export NUM_CORES = 4
export LEC_CHECK = 1
export CORE_AREA = 10 10 70 70
export DIE_AREA = 0 0 80 80
[flow/constraint.sdc]
current_design Instruction_Mem

set clk_period 1.0
set clk_io_pct 0.2

create_clock -name clk0 -period $clk_period

set non_clock_inputs [all_inputs -no_clocks]
set_input_delay [expr $clk_period * $clk_io_pct] -clock clk0 $non_clock_inputs
set_output_delay [expr $clk_period * $clk_io_pct] -clock clk0 [all_outputs]
[flow/design.v]
module Instruction_Mem(PC,instruction);
	input [31:0]PC;
	output [31:0]instruction;
	wire [14:0]PC_temp=PC[16:2];
	reg [31:0]instruction_mem[0:14];
	initial begin  
		instruction_mem[0]<= 32'b00000010001100100100000000100000;  
		instruction_mem[1]<= 32'b00000001000100100100100000100010;  
		instruction_mem[2]<= 32'b00000010001100100100000000100100;  
		instruction_mem[3]<= 32'b00000010001100100100000000100101;  
		instruction_mem[4]<= 32'b10001110010010000000000000000110;  
		instruction_mem[5]<= 32'b10101110001101010000000000100111;  
		instruction_mem[6]<= 32'b10001110011010110000000000100101;  
		instruction_mem[7]<= 32'b00100010001100100000000000001111;  
		instruction_mem[8]<= 32'b00000010000100010110100000101010;  
		instruction_mem[9]<= 32'b00010010001100101111111111110110;  
		instruction_mem[10]<=32'b00001000000000000000000000001101;  
		instruction_mem[11]<=32'b00000010001100100100000000100000;  
		instruction_mem[12]<=32'b00000010001100100100000000100010;  
		instruction_mem[13]<=32'b00000010011100100111100000010010;  
		instruction_mem[14]<=32'b00010010001100011111111111110010;  
	end
	assign instruction=instruction_mem[PC_temp];
endmodule
==> flow_summary.rst <==
Run summary
-----------

.. list-table::
   :header-rows: 1

   * - Metric
     - Value
   * - Leakage power total
     - 0.687 nW
   * - Hpwl dp
     - 1580 microns
   * - Peak clock frequency supported by timing
     - 757 MHz
   * - Critical path required time
     - 0.80 ns
   * - Total standard cell area after synthesis
     - 513 sq um
   * - Area growth from synthesis to layout
     - 175%
   * - Final Instance Area
     - 0.00141 sq mm
   * - Post-route ant nets
     - 0
   * - Count of standard-cell rows
     - 21
   * - Delay of the slowest critical-path stage
     - 0.28 ns
   * - Total grt overflow
     - 0
   * - WL per Instance
     - 13.1 microns
   * - Kind of launch point of the worst setup path
     - primary input
   * - Via/cell ratio
     - 3.92
   * - Worst Hold Margin
     - 0.760 ns
   * - RSZ-0062 raised after global routing
     - yes
   * - Die extent in x
     - 80 microns
   * - Endpoints failing setup
     - 29
   * - Buffers and inverters on the worst path
     - 4
   * - Initial antenna violation count
     - 0
   * - Cell area power density
     - 419 mW/mm^2
   * - Warning count from the yosys run
     - 1
   * - Cell with the biggest individual delay on the critical path
     - sky130_fd_sc_hd__mux2_4
   * - Sequential cell area
     - 0 sq um
   * - Most numerous logic cells after layout
     - sky130_fd_sc_hd__buf_6 (32), sky130_fd_sc_hd__buf_2 (23), sky130_fd_sc_hd__buf_4 (22)
   * - Quantity of I/O buffers inserted on ports
     - 34
   * - Total placed instance area
     - 0.00103 sq mm
   * - Setup ws final
     - -0.322 ns
   * - Total global routing track utilization
     - 6.86%
   * - Number of ports placed on the die boundary
     - 64
   * - First-pass DRT Iterations
     - 3
   * - Number of cells in Yosys stat
     - 69
   * - Syn Area/Cell
     - 7.43 sq um
   * - Sequential cell count
     - 0
   * - Yosys stat chip area
     - 513 sq um
   * - Maximum number of pins on one net before global-route repair
     - 10
   * - Vertical die size
     - 80 microns
   * - Initial DRC Count
     - 25
   * - Count of max-cap constraint violations
     - 0
   * - Clock buf count
     - 0
   * - Final hold violations
     - 0
   * - Global-route wire length before repair
     - 3720 microns
   * - Inserted Diodes
     - 0
   * - Instance tally after logic synthesis
     - 69
   * - Floorplan die area
     - 0.00640 sq mm
   * - Portion of the post-synthesis area used by sequential elements
     - 0%
   * - Share of the cycle needed by the critical path after routing
     - 132%
   * - Filler cell count
     - 323
   * - Synth unique cells
     - 29
   * - DRC violation count after routing
     - 0
   * - Time the worst path needs with I/O delays and setup
     - 1.32 ns
   * - Cell breakdown of the critical path
     - buf_8, buf_6, buf_4, mux2_4, a22o_1, buf_2
   * - OpenROAD warning count
     - 68
   * - Largest voltage drop on the vdd net
     - 0.000186 V
   * - Quantity of hold-fixing buffers added after cts
     - 0
   * - Core box area
     - 0.00342 sq mm
   * - Share of final-layout standard cells stronger than drive strength 1
     - 87.1%
   * - Post-layout util
     - 41.2%
   * - Total wire length
     - 2430 microns
   * - Max-slew violation total from the final report
     - 0
   * - Setup Slack @ Placement
     - -1.18 ns
   * - CP delay by family, top
     - buffers and inverters
   * - Final Instance Count excl. Fillers
     - 185
   * - Kind of end point of the critical path
     - output pin
   * - Critical Setup Path Class
     - primary input to output pin
   * - Most frequent logic cell in the layout
     - sky130_fd_sc_hd__buf_6
   * - Critical path fanouts, max
     - 4
   * - Post-placement cell count
     - 156
   * - Number of vias in the routed layout
     - 725
   * - Failing checks
     - setup timing
   * - FP Util
     - 15.0%
   * - Data arrival at the endpoint of the critical path
     - 1.12 ns
   * - Global placement routability congestion
     - 0.730
   * - Vias in the first global route
     - 721
   * - Run status
     - finished, violations left
   * - Classification of the worst-slack hold path
     - primary input to output pin
## cells in the mapped netlist, drive strengths merged
cell	instances	area, sq um
a21o	1	7.51
o22ai	2	12.5
mux2i	1	10.0
ha	6	75.1
a21oi	4	31.3
a22oi	1	7.51
a2bb2oi	2	30.0
nor2	9	36.3
xnor2	1	8.76
and2	3	18.8
buf	14	110
mux2	1	11.3
a22o	2	17.5
nand2	5	18.8
o211a	1	10.0
o21ai	5	28.8
inv	2	7.51
nand2b	3	18.8
conb	1	3.75
nand3b	1	7.51
nor2b	3	33.8
a21boi	1	7.51
## per-layer routing
metal / vias to the layer above / GRT usage, % / wire length (microns)
met5: - / 0 / 0
met4: 0 / 0 / 0
met3: 0 / 0.909 / 91
met2: 13 / 12.6 / 1230
met1: 347 / 8.70 / 1110
li1: 365 / - / -
## power by group
group,total (mW),switching (mW),leakage [nW],internal [mW]
registers,0,0,0,0
logic,0.590,0.220,0.687,0.371
clock network,0,0,0,0
## cells by family (layout without fill, tap and decap cells)
kind of cell,Yosys count,count (layout),share of synthesized area (%)
simple gates,24,24,26.1
compound gates,19,19,29.8
buf+inv,16,85,22.9
fa+ha+maj,6,6,14.6
mux,2,2,4.15
other cells,1,2,0.731
xor+xnor,1,1,1.71
## worst paths after layout
| check | slack (ns) | from | to | depth (start not counted) |
|---|---|---|---|---|
| max | -0.32 | PC[5] | instruction[16] | 6 |
| min | 0.76 | PC[2] | instruction[19] | 4 |
## layout make-up
class | instances | area (sq um) | share of cell area [%]
Inverter | 2 | 22.5 | 1.60
Multi-Input combinational cell | 54 | 578 | 41.0
Tap cell | 46 | 57.6 | 4.09
Timing Repair Buffer | 83 | 751 | 53.3
## timing repair
item / 4_1_cts / 5_1_grt
setup buffers: 21 / 11
gates cloned: 1 / 0
pin swaps: 26 / 15
gates resized: 165 / 23
endpoints found under the setup margin: 30 / 30
## stage by stage
stage,setup TNS [ns],power [mW]
after floorplan,-0.0510,0.191
after global placement,-31.27,0.423
after detailed placement,-31.65,0.425
after CTS,-7.47,0.518
after global routing,-6.98,0.634
final,-5.86,0.590
No activity file was given, so power comes from the tool's default toggle rates.
